[flow/config.mk]
export PLATFORM = sky130hd
export DESIGN_NAME = converter
export DESIGN_NICKNAME = converter
export VERILOG_FILES = /design/flow/design.v
export SDC_FILE = /design/flow/constraint.sdc
export NUM_CORES = 4
export LEC_CHECK = 1
export CORE_AREA = 10 10 70 70
export DIE_AREA = 0 0 80 80
[flow/constraint.sdc]
current_design converter

set clk_period 4.0
set clk_io_pct 0.2

create_clock -name clk0 -period $clk_period

set non_clock_inputs [all_inputs -no_clocks]
set_input_delay [expr $clk_period * $clk_io_pct] -clock clk0 $non_clock_inputs
set_output_delay [expr $clk_period * $clk_io_pct] -clock clk0 [all_outputs]
[flow/design.v]
`timescale 1ns / 1ps
module adder(
    input a,
    input b,
    input carry_in,
    output result,
    output carry_out
    );
    wire not_a, not_b, not_ci;
    nor(not_a, a, a);
    nor(not_b, b, b);
    nor(not_ci, carry_in, carry_in);
    wire nor_b_ci, nor_nb_nci, nor_nb_ci, nor_b_nci;
    nor(nor_b_ci, b, carry_in);
    nor(nor_nb_nci, not_b, not_ci);
    nor(nor_nb_ci, not_b, carry_in);
    nor(nor_b_nci, b, not_ci);
    wire x1, x2, x3, x4, x5;
    nor(x1, nor_b_nci, nor_nb_ci);
    nor(x2, nor_b_ci, nor_nb_nci);
    nor(x3, a, x1);
    nor(x4, not_a, x2);
    nor(x5, not_a, x1);
    wire not_res, not_co;
    nor(not_res, x3, x4);
    nor(not_co, nor_nb_nci, x5);
    nor(result, not_res, not_res);
    nor(carry_out, not_co, not_co);
endmodule
`timescale 1ns / 1ps
module converter(
    input x0,
    input x1, 
    input x2,
    input x3,
    input x4,
    input x5,
    input x6,
    input x7,
    output y0,
    output y1,
    output y2,
    output y3,
    output y4,
    output y5,
    output y6,
    output y7
);
wire w0, w1, w2, w3, w4, w5, w6, w7, w8, w9;
wire s0, s1, s2, s3;
adder a0(.a(x0), .b(0), .carry_in(0), .result(y0), .carry_out(w0));
adder a1(.a(x1), .b(x4), .carry_in(w0), .result(s0), .carry_out(w1));
adder a2(.a(x2), .b(x5), .carry_in(w1), .result(s1), .carry_out(w2));
adder a3(.a(x3), .b(x6), .carry_in(w2), .result(s2), .carry_out(w3));
adder a4(.a(x7), .b(0), .carry_in(w3), .result(s3), .carry_out(w4));
adder a5(.a(0), .b(s0), .carry_in(0), .result(y1), .carry_out(w5));
adder a6(.a(0), .b(s1), .carry_in(w5), .result(y2), .carry_out(w6));
adder a7(.a(x4), .b(s2), .carry_in(w6), .result(y3), .carry_out(w7));
adder a8(.a(x5), .b(s3), .carry_in(w7), .result(y4), .carry_out(w8));
adder a9(.a(x6), .b(w4), .carry_in(w8), .result(y5), .carry_out(w9));
adder a10(.a(x7), .b(0), .carry_in(w9), .result(y6), .carry_out(y7));
endmodule
[flow/run.sh]
#!/bin/bash
# OpenROAD 26Q1-2900-gdf79404cd8, Yosys 0.63+post, stock flow scripts
make -C /OpenROAD-flow-scripts/flow DESIGN_CONFIG=/design/flow/config.mk WORK_HOME=/design/flow/orfs finish
==> flow_summary.ini <==
; synthesis and place-and-route metrics
[run_status]
outcome = complete, but fails checks
violations = setup timing

[yosys]
yosysWarnings = 7
top_area_frac = 0.581
synthTopCellsByArea = ha_1, a21o_2, xor2_1
ys_seq_frac = 0
yosysUniqueCellTypes = 7
syn-cell-area_um2 = 194
syn_inst = 19
synth_chip_area_um2 = 194
largest_area_cell = ha_1
avgSynthCellArea_um2 = 10.2
yosysCellCount = 19

[setup_path]
worstSetupPathType = primary input to primary output
worstPathArrival_ns = 3.31
crit_path_max_incr_delay_ns = 0.27
critPathLaunchType = primary input
crit_chain = buf_8 > ha_4 > ha_4 > a21o_4 > ha_4 > a21o_1 > ha_4 > ha_4 > a21o_4 > ha_4 > a21o_4 > ha_4 > buf_2
end_kind = primary output
worstPathRequired_ns = 3.20
path_common_cell = ha_4
slowest_stage = ha_4
crit_start = x4
cp_max_fo = 2

[sta]
hold-worst-slack_ns = 1.60
finalCriticalPeriod_ns = 4.11
slew_headroom = 0.857
finalSetupViolCount = 3
setup_ws_ns = -0.112
tns_ns = -0.193
final-max-slew-violation-count = 0
max_freq_ghz = 0.243
tightest_slew_ns = 0.213
hold_viol = 0
rsz0062_at_grt = true
post-route-period-util = 1.03

[placed_design]
port_buffers = 14
gp_congestion = 0.714
pre_cts_ws_ns = -0.958
dp.final_hpwl_um = 628
dp_cells = 85
place_area_um2 = 487

[final_layout]
seq_cells = 0
area_growth_pct = 186
clkbuf_count = 0
regArea_um2 = 0
combGateArea_um2 = 292
finish.instance_area_um2 = 556
drive_gt1_frac = 0.659
fillers = 395
final_cells = 87

[power_and_ir_drop]
leakagePower_nw = 0.231
power_density_nw_per_um2 = 195
ir_drop_mv = 0.0502

[die]
pin_count = 16
die_h_um = 80
die_area_um2 = 6400
fp.coreArea_um2 = 3420
fp_util = 0.0568
die_w_um = 80
num_rows = 21

[routing]
diodes = 0
routedWlPerCell_um = 7.98
dr.pass1.iters = 1
viasPerCell = 2.53
finalWirelength_um = 694
remaining_drc_errors = 0
ant_nets = 0
vias = 220
first_iter_violations = 0

[global_routing]
antenna_found_initial = 0
track_usage = 0.0219
grt_max_degree = 4
grt-ovfl-total = 0
grt_pass1_wl_mm = 1.15
grt_pass1_vias = 231

[hold_path]
holdPathEnd = y0
hold_depth = 0
hp-start = x0
hold_class = primary input to primary output

[run]
tool_warnings = 35
maxCapViolations = 0
==> worst max-delay path by stage <==
stage	slack, ns	end
finish	-0.11	y6
global route	-0.19	y6
CTS	-0.20	y6
==> logic make-up (layout without fill, tap and decap cells) <==
| group | after synthesis | count (layout) | synth area share |
|---|---|---|---|
| buffers and inverters | 2 | 24 | 0.0581 |
| multiplexers | 1 | 1 | 0.0516 |
| AND-OR/OR-AND | 4 | 4 | 0.174 |
| XOR/XNOR | 3 | 3 | 0.136 |
| adder cells (fa/ha/maj) | 9 | 9 | 0.581 |
==> metrics by stage <==
| stage | total power, W | utilization |
|---|---|---|
| 4_1_cts | 0.000112 | 0.162 |
| 6_report | 0.000108 | 0.163 |
| 3_3_place_gp | 0.0000958 | 0.142 |
| 5_1_grt | 0.000122 | 0.163 |
| 3_5_place_dp | 0.0000966 | 0.142 |
| 2_1_floorplan | 0.0000352 | - |
==> cell usage in the layout (no fill, tap or decap) <==
cell	instances
mux2i_1	1
dlygate4sd2_1	1
ha_2	1
xor2_1	3
buf_8	1
buf_2	3
ha_4	7
clkdlybuf4s15_2	1
buf_6	2
ha_1	1
a21o_1	1
a21o_4	3
buf_4	8
clkdlybuf4s50_1	7
inv_2	1
==> critical path: cells and delay by family <==
family	cells	cell delay [ns]
compound gates	4	0.79
buf+inv	2	0.20
fa+ha+maj	7	1.50
==> Yosys cell counts <==
| cell type | count |
|---|---|
| ha_1 | 9 |
| buf_4 | 1 |
| mux2i_1 | 1 |
| xor2_1 | 3 |
| inv_1 | 1 |
| a21o_1 | 1 |
| a21o_2 | 3 |
==> power by group <==
group	switching [W]	internal, W
logic	0.0000337	0.0000747
registers	0	0
clock network	0	0
==> cell type report <==
cell class / instances / area share
Tap cell: 46 / 0.104
Inverter: 1 / 0.00676
Multi-Input combinational cell: 17 / 0.525
Timing Repair Buffer: 23 / 0.365
==> what timing repair did <==
item,in CTS,in global routing
gates cloned,0,0
resized,33,2
endpoints found under the setup margin,4,4
hold buffers,0,0
pin swaps,12,7
setup buffers,2,0
==> per-layer routing <==
layer / vias to the layer above / track usage / wire (um)
met2: 7 / 0.0377 / 332
met4: 0 / 0 / 0
met3: 0 / 0.00909 / 89
li1: 112 / - / -
met5: - / 0 / 0
met1: 101 / 0.0264 / 273
Power figures rest on the tool's default switching activity, not on a simulated workload.
