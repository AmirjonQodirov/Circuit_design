**flow/config.mk**
```make
export PLATFORM = sky130hd
export DESIGN_NAME = main
export DESIGN_NICKNAME = main
export VERILOG_FILES = /design/flow/design.v
export SDC_FILE = /design/flow/constraint.sdc
export NUM_CORES = 4
export LEC_CHECK = 1
export CORE_UTILIZATION = 40
```
**flow/constraint.sdc**
```tcl
current_design main

set clk_period 5.5
set clk_io_pct 0.2

create_clock -name clk0 -period $clk_period [get_ports {clk_i}]

set non_clock_inputs [all_inputs -no_clocks]
set_input_delay [expr $clk_period * $clk_io_pct] -clock clk0 $non_clock_inputs
set_output_delay [expr $clk_period * $clk_io_pct] -clock clk0 [all_outputs]
```
**flow/design.v**
```verilog
`timescale 1ns / 1ps
module cbrt (
	input clk_i,
	input rst_i ,
	input [7 : 0] a_bi,
	output busy_o,
	output reg [3 : 0] y_bo
);
	localparam IDLE = 3'b000;
	localparam STATE1 = 3'b001;
	localparam STATE2 = 3'b010;
	localparam STATE3 = 3'b011;
	localparam STATE4 = 3'b100;
	localparam STATE5 = 3'b101;
	localparam STATE6 = 3'b110;
	localparam STATE7 = 3'b111;
	reg [7 : 0] a;
	reg [3 : 0] r, m;
	reg [7 : 0] n, p;
	reg [2 : 0] state;
	reg [2 : 0] state_next;
	reg [7:0] mult2_i1;
    reg [7:0] mult2_i2;
    wire [15:0] mult2_out;
    reg mult2_reset;
    wire mult2_busy;
    mult mult2(
        .clk_i(clk_i),
        .rst_i(mult2_reset),
        .a_bi(mult2_i1),
        .b_bi(mult2_i2),
        .busy_o(mult2_busy),
        .y_bo(mult2_out)
    );
	assign busy_o = rst_i | (state != 0);
	always @(posedge clk_i) 
        if (rst_i) begin
            state <= STATE1;
        end else begin
            state <= state_next;
        end
    always @* begin
        case(state)
            IDLE: state_next = IDLE;
            STATE1: state_next = (m != 0) ? STATE2 : IDLE;
            STATE2: state_next = mult2_busy ? STATE2 : STATE3;
            STATE3: state_next = mult2_busy ? STATE3 : STATE4;
            STATE4: state_next = STATE1;
        endcase
    end
    always @(posedge clk_i) begin
        if (rst_i) begin
            a <= a_bi;
            p <= 0;
            r <= 4;
            m <= 4;
            y_bo <= 0;
            mult2_reset <= 0;
        end else begin
	        case (state)
	            IDLE:
	                begin
                        y_bo <= r << 1;
                        if(p==1) begin
                            y_bo <= (r-1)<<1;
                        end
	                end
	            STATE1:
	                begin
	                   y_bo <= r;
	                   if (|m) begin
	                       mult2_reset <= 1;
	                       mult2_i1 <= r;
	                       mult2_i2 <= r;
	                   end
	                end
	            STATE2:
	                begin
	                    if (mult2_busy) begin
	                        mult2_reset <= 0;
	                    end else begin
	                        mult2_reset <= 1;
	                        mult2_i1 <= mult2_out;
	                        mult2_i2 <= r;
	                    end
	                end
	            STATE3:
	                begin
	                    mult2_reset <= 0;
	                    if (!mult2_busy) begin
	                        if (a == mult2_out) begin
	                            m <= 0;
	                        end else if (a < mult2_out) begin
	                            r <= r - m;
	                        end else begin
	                            r <= r + m;
	                        end
                            if(a<125) 
                                begin 
                                    if(a>64) begin
                                        p<=1; end
                                end
                            if(a<27) 
                                begin 
                                    if(a>8) begin
                                        p<=1; end
                                end
	                    end
	                end
	            STATE4:
	                begin
	                    if (m >= 1) begin
	                        m <= m >> 1;
	                    end
	                 end
	        endcase
        end
    end
endmodule
`timescale 1ns / 1ps
module main(
	input rst_i,
	input clk_i,
	input [7 : 0] a_in,
	input [7 : 0] b_in,
	output busy_out,
	output reg [15 : 0] y_out
);
    reg [7 : 0] a, b;
    reg [1 : 0] state, state_next;
    localparam IDLE = 2'b00;
    localparam WORK1 = 2'b01;
    localparam WORK2 = 2'b10;
    localparam WORK3 = 2'b11;
    reg [3:0] cbrt_shift;
    wire [3:0] cbrt1_out;
    reg cbrt1_reset;
    wire cbrt1_busy;
    cbrt cbrt1(
        .clk_i(clk_i),
        .rst_i(cbrt1_reset),
        .a_bi(b),
        .busy_o(cbrt1_busy),
        .y_bo(cbrt1_out)
    );
    wire [15:0] mult1_out;
    reg mult1_reset;
    wire mult1_busy;
    mult mult1(
    	.clk_i(clk_i),
    	.rst_i(mult1_reset),
    	.a_bi(a),
    	.b_bi(3),
    	.busy_o(mult1_busy),
    	.y_bo(mult1_out)
    );
    assign busy_out = rst_i | (state != 0);
    always @(posedge clk_i) 
        if (rst_i) begin
            state <= WORK1;
        end else begin
            state <= state_next;
        end
    always @* begin
        case(state)
            IDLE: state_next = IDLE;
            WORK1: state_next = WORK2;
            WORK2: state_next = (mult1_busy | cbrt1_busy) ? WORK2 : WORK3;
            WORK3: state_next = IDLE;
        endcase
    end
    always @(posedge rst_i) begin
    end
    always @(posedge clk_i) begin
        if (rst_i) begin
            a <= a_in;
            b <= b_in;
            y_out <= 0;
            mult1_reset <= 0;
            cbrt1_reset <= 0;
        end else begin
            case (state)
                IDLE:
                    begin
                       y_out <= cbrt1_out + mult1_out;
                    end
                WORK1:
                    begin
                        mult1_reset <= 1;
                        cbrt1_reset <= 1;
                    end
                WORK2:
                    begin
                        if (mult1_busy) begin
                            mult1_reset <= 0;
                        end
                        if (cbrt1_busy) begin
                            cbrt1_reset <= 0;
                        end
                    end
                WORK3:
                    begin
                       y_out <= cbrt1_out + mult1_out;
                    end
            endcase
        end
    end
endmodule
`timescale 1ns / 1ps
module mult (
	input clk_i,
	input rst_i ,
	input [7 : 0] a_bi,
	input [7 : 0] b_bi,
	output busy_o,
	output reg [15 : 0] y_bo
);
	localparam IDLE = 1'b0;
	localparam WORK = 1'b1;
	reg [2 : 0] ctr;
	wire [2 : 0] end_step;
	wire [7 : 0] part_sum;
	wire [15 : 0] shifted_part_sum;
	reg [7 : 0] a, b;
	reg [15 : 0] part_res;
	reg state;
	assign part_sum = a & {8{b[ctr]}} ;
	assign shifted_part_sum = part_sum << ctr ;
	assign end_step = (ctr == 3'h7);
	assign busy_o = rst_i | state;
	always @(posedge clk_i)
		if (rst_i) begin
			ctr <= 0;
			part_res <= 0;
			y_bo <= 0;
			state <= WORK;
			a <= a_bi;
			b <= b_bi;
		end else begin
			case (state)
				IDLE: y_bo <= part_res;
				WORK:
					begin
						if (end_step) begin
							state <= IDLE;
							y_bo <= part_res;
						end
						part_res <= part_res + shifted_part_sum;
						ctr <= ctr + 1;
					end
			endcase
		end
endmodule
```
**flow/run.sh**
```bash
#!/bin/bash
# OpenROAD 26Q1-2900-gdf79404cd8, Yosys 0.63+post, stock flow scripts
make -C /OpenROAD-flow-scripts/flow DESIGN_CONFIG=/design/flow/config.mk WORK_HOME=/design/flow/orfs finish
```
==> notes.md <==
Purpose: to document the outcome of synthesis and place and route.

Floorplan
For this design the top-level I/O count stands at 35. The vertical die dimension is 148 um. Per the OpenROAD floorplan log, the width of the die is 148 um.

According to the floorplan log, the row count is around 53. The area of the chip is 0.0220 sq mm. In the floorplan report the effective utilization is between 40% and 50%.

The floorplan step defined a core boundary enclosing approximately 0.021 sq mm.

Critical path
The most used cell along the critical path is sky130_fd_sc_hd__a21oi_1. The startpoint type of the worst setup path is a register. The largest single stage delay on the critical path is 0.76 ns. Grouping stages by cell kind, the critical path spends the most delay in AND-OR/OR-AND gates. The required time of the worst setup path is 5.81 ns. Looking at the critical path, the highest net fanout was 18. For the worst reg-to-reg path, the startpoint reported by OpenROAD is cbrt1.mult2.ctr[0]. The data arrival time of the worst path is 3.98 ns. The library cell contributing the largest single delay on the critical path is sky130_fd_sc_hd__dfxtp_1. The startpoint-to-endpoint class of the critical path is register to register.

Per STA, the worst path is made up of mux4_2, nand2b_1, or3_1, inv_1, ha_1, a21oi_1, o211ai_2, a31oi_1, o21ai_0, a21oi_1, mux2_2. STA classifies the critical path endpoint as a register. The launch point of the critical path was reported as cbrt1.mult2.ctr[0].

The count of buffer and inverter cells on the critical path is 1.

Timing
The number of pins exceeding their max-slew limit in the final report is 0. The slew at the pin closest to its max-slew limit is ~0.69 ns. Setup repair after global routing left no endpoint under its margin. Per the slew report, the remaining headroom to the max-slew limit stands at between 50% and 60%. The final timing report counts setup violations totalling 0. The final hold violation count is 0. Clock skew on the completed layout was measured at 0.0114 ns. The sum of negative setup slack is 0 ns. The number of register pins that no clock reaches is 3. The final timing report derives a shortest allowable period of 3.66 ns. The highest achievable clock rate is 273 MHz.

The fraction of the cycle the final worst path needs is about 67%. The number of unconstrained endpoints is 3.

Clock network
The clock passes through at most 2 buffers. TritonCTS built the clock tree. The root buffer selected by CTS is sky130_fd_sc_hd__clkbuf_16.

The post-cts hold buffer count is 0. Per the CTS log, the maximum H-tree level is 4. The number of instances resized during post-cts repair is 0.

The number of setup buffers added after CTS is 0. The number of CTS-inserted buffers is 17. Clock-pin slew was measured on the worst setup and hold paths at 0.07 ns. Clock latency on the worst-skew pair, taken at its later pin, is ~0.42 ns.

Worst hold path
Per the hold report, the tightest min-delay path originates at a[2]. The classification of the worst-slack hold path is register to register.

Layout
The combinational gate area is ~0.0044 sq mm. The fraction of final layout cells with drive strength greater than 1 is roughly 7.1%. After routing the design area is 0.00980 sq mm. The synthesis-to-finish area growth is 14.7%.

The area taken by sequential standard cells is reported as 0.00389 sq mm. The final standard cell utilization of the core is between 40% and 50%. The number of fill cells is 2,028.

Synth
The number of cells produced by synthesis is 897. The cell taking the most area after synthesis is sky130_fd_sc_hd__dfxtp_1. The total number of yosys warnings is 4. The post-synthesis register bit count is 167.

Post-synth the commonest register cell is sky130_fd_sc_hd__dfxtp_1. After synthesis, the cell types taking the most area are sky130_fd_sc_hd__dfxtp_1 25%, sky130_fd_sc_hd__edfxtp_1 20%, sky130_fd_sc_hd__ha_1 8.3%, sky130_fd_sc_hd__nand2_1 5.1%, sky130_fd_sc_hd__a21oi_1 4.5%. The unique cell type count in the Yosys netlist is 76. By count the netlist is led by 117 x sky130_fd_sc_hd__nand2_1, 108 x sky130_fd_sc_hd__dfxtp_1, 78 x sky130_fd_sc_hd__nor2_1, 76 x sky130_fd_sc_hd__a21oi_1, 57 x sky130_fd_sc_hd__ha_1. The most common cell in the synthesized netlist is sky130_fd_sc_hd__nand2_1. The synthesized design contains 56 enable-type register cells. Post-synthesis, Yosys gives the total cell area as 0.00855 sq mm. The count of instantiated cells in the yosys netlist is 897.

The share of synthesized registers carrying an async set or reset is 0%. Per the synthesis report, the single largest cell type by area occupies 25.3% of cell area. The post-synthesis instance area is 0.00855 sq mm. The post-synthesis area per instance is 9.53 sq um.

Routing
The post-detailed-route DRC marker count is 0. In this run, the number of DRC markers left after iteration 0 of detailed routing was approximately 330. The detail-routed net length per standard cell is ~14 um. The ratio of routed vias to standard cells is 5.15.

The routed design ends up with an antenna cell count of 0. The via count is 6,262. The count of nets left with antenna violations once routing finished came out at 0. The number of iterations in the first detailed-routing pass is 4. Per the detailed-route log, wirelength across all metal layers totals 16.7 mm.

Place
The final weighted congestion recorded by global placement is 0.898. The detailed placer's ending HPWL is 12.0 mm. The count of buffers added on input and output ports is 34. The post-detailed-placement cell area is 0.00917 sq mm.

Pwr
The power consumption is 4.84 mW. The script computed a power per unit cell area of 494 mW/mm^2. The power share of the sequential group is 37.5%. The leakage power is slightly below 4 nW. The flow reports that combinational logic draws 36.9% of the design power. The net switching power is around 1.7 mW. Looking at the power breakdown, the clock network takes 25.6% of the total.

The highest ir drop seen on vdd is 218 uV. The design internal power is 3.10 mW. The switching share of power is 35.9%.

GRT
The wire length of the first global-routing pass is 28.5 mm. The combined global-route utilization of all metal layers is 16.6%. The total congestion overflow after global routing is 0. Entering global routing, the biggest net connects 49 pins.

The number of antenna violations at the first check in global routing came to 0. The number of global-route vias before repair came to 5,742.

Job
In this run the maximum-capacitance check reported violations numbering 0. In this run the tools logged warnings totalling 29.

Status
The run finished with clean final reports.
[final timing paths]
path	end	slack, ns	cells past startpoint
worst max register to register	cbrt1.mult2.part_res[15]	1.84	11
worst max-delay path	cbrt1.mult2.part_res[15]	1.84	11
worst min-delay path	mult1.a[2]	0.42	0
worst min register to register	mult1.a[2]	0.42	0
[per-stage QoR]
stage / hold slack (ns) / worst slack (ns) / std cells
finish: 0.416 / 1.84 / 1216
global route: 0.424 / 1.44 / 1216
CTS: 0.420 / 1.82 / 1216
detailed placement: 0.405 / 1.84 / 1184
global placement: 0.400 / 1.87 / 1184
floorplan: 0.400 / 2.39 / 906
[registers in the layout (all words and copies together), names as in the netlist, 16 cells and up]
register	flops
y_out	16
cbrt1.mult2.y_bo	16
mult1.y_bo	16
mult1.part_res	16
cbrt1.mult2.part_res	16
[cells by family (layout without fill, tap and decap cells)]
family | count (synthesis) | count (layout) | share of synthesized area, %
and+or+nand+nor | 321 | 321 | 18.0
AOI/OAI and AO/OA | 199 | 199 | 15.2
DFF | 164 | 164 | 45.0
buffers and inverters | 79 | 114 | 3.62
adders and majority gates | 61 | 61 | 9.28
muxes | 41 | 41 | 5.49
xor gates and xnor gates | 28 | 28 | 2.87
latches | 3 | 3 | 0.527
other | 1 | 10 | 0.0439
[final cells by class]
type	count	share of cell area, %
clock inverter	11	1.30
sequential	167	39.7
inverter	39	1.49
multi-input combinational	660	44.7
timing repair buffer	43	4.16
tap	275	3.51
clock buffer	21	5.14
[power groups by stage]
stage	Clock, mW	Combinational (mW)	Sequential [mW]
6_report	1.24	1.79	1.82
5_1_grt	1.32	2.04	1.86
4_1_cts	1.27	1.80	1.82
[routing by layer]
metal	vias up	share of wire (%)	global-route usage (%)
met5	-	0	0
met4	0	0.86	1.39
met3	9	3.4	2.44
met2	97	45	24.3
met1	2890	51	28.0
li1	3266	-	-
[cell usage in the layout, fill, tap and decap left out, types with 5 or more instances in the layout]
cell                              instances
sky130_fd_sc_hd__nand2_1                117
sky130_fd_sc_hd__mux2i_1                 30
sky130_fd_sc_hd__nand4_1                  8
sky130_fd_sc_hd__and3_1                   5
sky130_fd_sc_hd__a211oi_1                16
sky130_fd_sc_hd__o21a_1                   7
sky130_fd_sc_hd__nor2_1                  78
sky130_fd_sc_hd__conb_1                  10
sky130_fd_sc_hd__clkbuf_16               20
sky130_fd_sc_hd__nor2b_1                 22
sky130_fd_sc_hd__a21oi_1                 76
sky130_fd_sc_hd__o21bai_1                 5
sky130_fd_sc_hd__o211ai_1                 5
sky130_fd_sc_hd__or3_1                    8
sky130_fd_sc_hd__o21ai_0                 27
sky130_fd_sc_hd__xnor2_1                 17
sky130_fd_sc_hd__nand2b_1                18
sky130_fd_sc_hd__clkdlybuf4s50_1         34
sky130_fd_sc_hd__edfxtp_1                56
sky130_fd_sc_hd__a31oi_1                  8
sky130_fd_sc_hd__a21o_1                  11
sky130_fd_sc_hd__nor3_1                  20
sky130_fd_sc_hd__dfxtp_1                107
sky130_fd_sc_hd__mux2_2                   7
sky130_fd_sc_hd__nand3_1                 16
sky130_fd_sc_hd__ha_1                    57
sky130_fd_sc_hd__xor2_1                  11
sky130_fd_sc_hd__buf_4                    9
sky130_fd_sc_hd__inv_1                   39
Power and IR drop assume default switching activity.
